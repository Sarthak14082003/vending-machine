==> /design/flow/config.mk <==
export PLATFORM = sky130hd
export DESIGN_NAME = vending_machine
export DESIGN_NICKNAME = vending_machine
export VERILOG_FILES = /design/flow/design.v
export SDC_FILE = /design/flow/constraint.sdc
export NUM_CORES = 4
export LEC_CHECK = 1
export CORE_AREA = 10 10 70 70
export DIE_AREA = 0 0 80 80
==> /design/flow/constraint.sdc <==
current_design vending_machine

set clk_period 2.7
set clk_io_pct 0.2

create_clock -name clk0 -period $clk_period [get_ports {clk}]

set non_clock_inputs [all_inputs -no_clocks]
set_input_delay [expr $clk_period * $clk_io_pct] -clock clk0 $non_clock_inputs
set_output_delay [expr $clk_period * $clk_io_pct] -clock clk0 [all_outputs]
==> /design/flow/design.v <==
module vending_machine(clk,reset,coin,product1,product2,coin_out,button1,button2);
	 input [1:0]coin;   
	 input clk,reset;
	 input button1,button2;   
	 reg [1:0]p_state,n_state;   
	 output reg product1,product2;    
	 output reg[1:0]coin_out;  
	 parameter s1=2'b00,
				  s2=2'b01,
				  s3=2'b10;
initial
begin
n_state=s1;
end
always@(posedge clk)
begin
		if(reset==1 & clk==1)
			begin
			n_state=s1;
			product1=0;
			product2=0;
			coin_out=coin;
			end
		else
			begin
			p_state=n_state;
				case(p_state)
					s1:begin
							if(coin==2'b0) 
								begin
								n_state=s1;
								product1=0;
								product2=0;
								coin_out=2'b0;
								end
							else if(coin==2'b01) 
							begin
							#100;
							if( button1==0 & button2==0)
								begin
								n_state=s2;
								product1=0;
								product2=0;
								coin_out=2'b0;
								end
							else if( button1==1 & button2==0)
								begin
								n_state=s1;
								product1=1;
								product2=0;
								coin_out=2'b0;
								end
							else if( button1==0 & button2==1)
								begin
								n_state=s1;
								product1=0;
								product2=0;
								coin_out=2'b01;
								end
							else if( button1==1 & button2==1)
								begin
								n_state=s1;
								product1=1;
								product2=0;
								coin_out=2'b01;
								end
							end
							else if(coin==2'b10)
							begin
							#100;
							if(button1==0 & button2==0)
								begin
								n_state=s3;
								product1=0;
								product2=0;
								coin_out=2'b0;
								end
							else if(button1==1 & button2==0)
								begin
								n_state=s1;
								product1=1;
								product2=0;
								coin_out=2'b00;
								end
							else if(button1==0 & button2==1)
								begin
								n_state=s1;
								product1=0;
								product2=1;
								coin_out=2'b0;
								end
							else if(button1==1 & button2==1)
								begin
								n_state=s1;
								product1=0;
								product2=1;
								coin_out=2'b0;
								end
							end	
						end
					s2:begin
							if(coin==2'b0)
							begin 
							#100;
							if( button1==0 & button2==0)
								begin
								n_state=s1;
								product1=0;
								product2=0;
								coin_out=2'b01;
								end
							else if( button1==1 & button2==0)
								begin
								n_state=s1;
								product1=1;
								product2=0;
								coin_out=2'b0;
								end
							else if( button1==0 & button2==1)
								begin
								n_state=s1;
								product1=0;
								product2=0;
								coin_out=2'b01;
								end
							else if( button1==1 & button2==1)
								begin
								n_state=s1;
								product1=1;
								product2=0;
								coin_out=2'b0;
								end
							end
							else if(coin==2'b01)
							begin
							#100;
							if( button1==0 & button2==0)
								begin
								n_state=s3;
								product1=0;
								product2=0;
								coin_out=2'b0;
								end
						   else if( button1==1 & button2==0)
								begin
								n_state=s1;
								product1=1;
								product2=0;
								coin_out=2'b01;
								end
							else if( button1==0 & button2==1)
								begin
								n_state=s1;
								product1=0;
								product2=1;
								coin_out=2'b0;
								end
							else if( button1==1 & button2==1)
								begin
								n_state=s1;
								product1=0;
								product2=1;
								coin_out=2'b01;
								end
							end
							else if(coin==2'b10)
							begin
							#100;
							if( button1==1 & button2==1)
								begin
								n_state=s1;
								product1=1;
								product2=1;
								coin_out=2'b0;
								end
							else if( button1==1 & button2==0)
								begin
								n_state=s1;
								product1=1;
								product2=0;
								coin_out=2'b10;
								end
							else if( button1==0 & button2==1)
								begin
								n_state=s1;
								product1=0;
								product2=1;
								coin_out=2'b01;
								end
							else if( button1==0 & button2==0)
								begin
								n_state=s3;
								product1=0;
								product2=0;
								coin_out=2'b01;
								end
							end	
						end
					s3:begin
							if(coin==2'b0)
							begin 
							#100;
							if( button1==0 & button2==0)
								begin
								n_state=s1;
								product1=0;
								product2=0;
								coin_out=2'b10;
								end
							else if(button1==1 & button2==0)
								begin
								n_state=s1;
								product1=1;
								product2=0;
								coin_out=2'b01;
								end
							else if( button1==0 & button2==1)
								begin
								n_state=s1;
								product1=0;
								product2=1;
								coin_out=2'b00;
								end
							else if( button1==1 & button2==1)
								begin
								n_state=s1;
								product1=0;
								product2=1;
								coin_out=2'b00;
								end
							end
							else if(coin==2'b01)
							begin 
							#100;
							if( button1==1 & button2==0)
								begin
								n_state=s1;
								product1=1;
								product2=0;
								coin_out=2'b10;
								end
							else if( button1==0 & button2==1)
								begin
								n_state=s1;
								product1=0;
								product2=1;
								coin_out=2'b01;
								end
							else if( button1==1 & button2==1)
								begin
								n_state=s1;
								product1=1;
								product2=1;
								coin_out=2'b0;
								end
							else if( button1==0 & button2==0)
								begin
								n_state=s2;
								product1=0;
								product2=0;
								coin_out=2'b10;
								end
							end
							else if(coin==2'b10)
							begin 
							#100;
							if( button1==1 & button2==0)
								begin
								n_state=s2;
								product1=1;
								product2=0;
								coin_out=2'b10;
								end
							else if( button1==0 & button2==1)
								begin
								n_state=s1;
								product1=0;
								product2=1;
								coin_out=2'b10;
								end
							else if( button1==1 & button2==1)
								begin
								n_state=s1;
								product1=1;
								product2=1;
								coin_out=2'b01;
								end
							else if( button1==0 & button2==0)
								begin
								n_state=s3;
								product1=0;
								product2=0;
								coin_out=2'b10;
								end
							end
						end
					default:begin
								coin_out=coin;
								n_state=s1;
								end
					endcase
			end
	end
endmodule
==> /design/flow/run.sh <==
#!/bin/bash
# OpenROAD 26Q1-2900-gdf79404cd8, Yosys 0.63+post, stock flow scripts
make -C /OpenROAD-flow-scripts/flow DESIGN_CONFIG=/design/flow/config.mk WORK_HOME=/design/flow/orfs finish
==> reports/results.txt <==
Final GP Congestion - 0.953
GR Util All Layers - 10.7%
final hold vios - 0
Via Count - 1290
Leak - 0.575 nW
mapped cell area - 962 sq um
first-pass GRT wire length - 5490 microns
drt wl/cell - 16.2 microns
max-cap violations - 0
FFs w/ async S/R, synth - 0%
row cnt - 21
worst r2r src - n_state[0]$_SDFFE_PP0P_
detailed-route wire length - 3510 microns
Synth Seq Share - 14.6%
Sw Share - 39.2%
Area growth, synth to finish - 42.4%
startpoint types - clock port
Worst Path Max Fanout - 2
crit path kind - clock port to register
Ant. Diodes - 0
clock slew at reported path FFs - 0.07 ns
antenna violations before repair - 0
DR iter-0 viols - 246
Slew @ Worst Pin - 0.540 ns
die height - 80 microns
Comb power frac - 33.1%
grt met2 use - 12.8%
Via density - 5.94
sequential power share - 17.2%
tool warning count - 47
CP required - 2.95 ns
Slew Limit Fails - 0
Congestion Overflow GR - 0
Worst IR Drop VDD - 569 uV
Post-CTS Hold Buffers - 0
Design Power - 1.06 mW
area reported by Yosys stat - 962 sq um
Routed Antenna Nets - 0
layout cells sized above 1 - 22.8%
DRT Pass-1 Iters - 7
Main synth FF type - dfxtp_1
detailed placement HPWL - 2230 microns
CTS tree - built
count of library flops with an enable pin - 2
Chip Area - 0.00640 sq mm
Critical Path AT - 2.87 ns
largest net degree at the start of global routing - 16
Ys Warns - 1
Setup TNS Final - 0 ns
Synth flops - 6
Rel. slew slack - 63.7%
WHS - 0.572 ns
met1 GRT Util - 13.8%
core box area - 0.00342 sq mm
CP endpoint kind - register
Finish-stage setup viols - 0
net load switching power - 0.414 mW
crit path from - clk
Initial Util - 28.2%
Mapped Avg Cell Area - 7.34 sq um
clock share of power - 49.7%
Hold Path Cell Cnt - 2
vias in the first global route - 1271
boundary pin count - 10
Int Power - 0.643 mW
Die W - 80 microns
Pwr per Cell Area - 772 mW/mm^2
Yosys Instances - 131
GRT met3 Usage - 6.82%
Mapped Cells - 131
HP Start - product1$_SDFFE_PP0P_
cells on worst reg2reg path - 9
IO Port Bufs - 9
Late-Pin Clk Latency - 0.37 ns
DRC - 0
status - finished, final reports clean
post-synth cell types - 46
RSZ-0062 raised after global routing - no
GRT busiest layer - met1
skew final - 0.0219 ns
Hold Crit Class - register to register
layout by cell type (no fill, tap or decap), types with 7 or more instances in the layout:
cell,count
ha_1,14
clkbuf_4,21
clkdlybuf4s50_1,9
o21ai_0,7
a21oi_1,7
buf_4,11
inv_1,8
a31oi_1,7
nor2_1,12
nand2_1,10
cells in the mapped netlist, drive strengths merged, types with 2 or more instances:
| cell | n | share of area (%) |
|---|---|---|
| or3b | 2 | 1.8 |
| clkbuf | 6 | 2.3 |
| nor2 | 13 | 5.1 |
| o31ai | 3 | 2.3 |
| nor3 | 5 | 2.6 |
| nand2 | 10 | 3.9 |
| ha | 14 | 18 |
| o2111ai | 3 | 2.7 |
| o21ai | 7 | 3.6 |
| edfxtp | 2 | 6.2 |
| inv | 8 | 3.1 |
| a22o | 2 | 1.8 |
| buf | 3 | 2.2 |
| dfxtp | 4 | 8.3 |
| a31oi | 7 | 4.6 |
| o22ai | 3 | 2.0 |
| a21oi | 7 | 3.6 |
| nand3 | 6 | 3.1 |
metrics by stage:
stage	cells	util (%)	instance area [sq um]	setup WS, ns
final	217	40.1	1370	0.0881
after CTS	217	40.1	1370	0.0781
after global placement	189	34.2	1170	0.112
after floorplan	131	-	962	0.207
after detailed placement	189	34.2	1170	0.116
after global routing	217	40.1	1370	0.00125
flip-flops by register name (all words and copies together), names as in the netlist:
register	flops
n_state	2
product1	1
product2	1
coin_out	2
worst max-delay path, stage by stage:
cell      delay [ns]
clkbuf_4        0.11
clkbuf_4        0.12
clkbuf_4        0.12
clkbuf_4        0.13
clkbuf_4        0.13
and2_1          0.16
clkbuf_4        0.15
nor3_2          0.15
clkbuf_4        0.16
clkbuf_4        0.12
o21ai_0         0.08
o31ai_1         0.09
power by group through the flow:
stage / Sequential, mW / Clock [mW] / Combinational (mW)
global route: 0.186 / 0.570 / 0.374
finish: 0.181 / 0.526 / 0.350
CTS: 0.179 / 0.537 / 0.335
cell type report:
class | count | area (sq um)
well taps | 46 | 57.6
flip-flops and latches | 6 | 140
multi-input cells | 108 | 756
inverters | 8 | 30.0
clock buffers | 28 | 194
fillers | 345 | 2050
repair buffers | 21 | 193
path summary, 6_finish.rpt:
check	endpoint	slack, ns
max	n_state[1]$_SDFFE_PP0P_	0.09
min reg2reg	product1$_SDFFE_PP0P_	0.57
min	product1$_SDFFE_PP0P_	0.57
max reg2reg	n_state[1]$_SDFFE_PP0P_	0.29
per-layer routing:
layer	vias to the layer above	wire, microns
li1	574	-
met1	570	1380
met2	121	1440
met3	25	535
met4	0	153
met5	-	0
kinds of logic after synthesis:
family                     Yosys count  share of synthesized area [%]
and+or+nand+nor                     48                           25.9
AOI/OAI and AO/OA                   44                           31.7
buffers and inverters               17                           7.67
adders and majority gates           14                           18.2
DFF                                  6                           14.6
xor gates and xnor gates             1                          0.910
muxes                                1                           1.04
timing repair:
action | 4_1_cts | 5_1_grt
resized | 3 | 0
buffers inserted | 0 | 0
setup endpoints to repair | 5 | 0
Power and IR drop assume default switching activity.
